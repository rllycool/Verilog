===== run.sh =====
#!/bin/bash
# OpenROAD 26Q1-2900-gdf79404cd8, Yosys 0.63+post, stock flow scripts
make -C /OpenROAD-flow-scripts/flow DESIGN_CONFIG=/design/flow/config.mk WORK_HOME=/design/flow/orfs finish

===== config.mk =====
export PLATFORM = sky130hd
export DESIGN_NAME = UART
export DESIGN_NICKNAME = UART
export VERILOG_FILES = /design/flow/design.v
export SDC_FILE = /design/flow/constraint.sdc
export NUM_CORES = 4
export LEC_CHECK = 1
export CORE_UTILIZATION = 40

===== constraint.sdc =====
current_design UART

set clk_period 7.8
set clk_io_pct 0.2

create_clock -name clk0 -period $clk_period [get_ports {CLOCK_50}]

set non_clock_inputs [all_inputs -no_clocks]
set_input_delay [expr $clk_period * $clk_io_pct] -clock clk0 $non_clock_inputs
set_output_delay [expr $clk_period * $clk_io_pct] -clock clk0 [all_outputs]

===== design.v =====
module RisingEdgeDetector (
    input wire clk,
    input wire signal,
    output reg edging
);
  reg previous_signal;
  always @(posedge clk) begin
     edging <= 0;
    if (signal == 1'b0 && previous_signal == 1'b1) begin
      edging <= 1;
    end
    previous_signal <= signal;
  end
endmodule
`timescale 1ns/1ps
module ShiftReg(
input wire load,
input wire enable,
input wire clk,
input wire ascii,
output reg [7:0] out
);
reg [9:0] shift = 10'b0000000000;
always @ (posedge clk) begin
	if(enable) begin
		shift[9:0] <= {ascii, shift[9:1]};
	end
	out <= shift[8:1];
end
endmodule
module Timer10(
input wire clk, 
output reg Rollover
);
integer count;
initial begin
   count = 0;
   Rollover = 1'b0;
end
always @ (posedge clk) begin
   Rollover = 1'b0;
   if (count == 50000000) begin
      Rollover = 1'b1;
      count = 0;
   end
   count = count + 1;
end
endmodule
module Timer43(
input wire clk, s_reset,
output reg Rollover
);
integer count;
initial begin
   count = 0;
   Rollover = 1'b0;
end
always @ (posedge clk) begin
   Rollover = 1'b0;
   if (count == 217) begin
      Rollover = 1'b1;
      count = 0;
   end
   if (s_reset) begin
      Rollover = 1'b0;
      count = 0;
   end
   count = count + 1;
end
endmodule
module Timer868(
input wire clk, s_reset,
output reg Rollover
);
integer count;
initial begin
   count = 0;
   Rollover = 1'b0;
end
always @ (posedge clk) begin
   Rollover = 1'b0;
   if (count == 434) begin
      Rollover = 1'b1;
      count = 0;
   end
   if (s_reset) begin
      Rollover = 1'b0;
      count = 0;
   end
   count = count + 1;
end
endmodule
module UART(
input CLOCK_50,
input [1:0]KEY,
input [9:0] SW,
inout [39:0] GPIO,
output wire [9:0] LEDR
);
wire enable;
reg r;
wire SampleEnable;
wire Samp;
wire RShift;
reg [3:0] n;
reg [1:0] count;
wire rollover86;
wire rollover43;
wire rollover10;
wire load;
reg check;
reg SendTen;
reg gpiocheck;
reg [3:0] numer;
reg [3:0] pulse;
wire [9:0] display1;
wire stub;
reg [2:0] state, next_state;
Timer868 timer868( .clk(CLOCK_50), .Rollover(rollover86), .s_reset(r));
Timer43 timer43( .clk(CLOCK_50), .Rollover(rollover43), .s_reset(enable));  
Timer10 timer10( .clk(CLOCK_50), .Rollover(rollover10));
ShiftReg shiftyboy ( .clk(CLOCK_50), .enable(RShift), .out(LEDR[7:0]), .ascii(GPIO[0]), .load(load));  
RisingEdgeDetector rizz ( .clk(CLOCK_50), .signal(r), .edging(RShift));
RisingEdgeDetector SampleEn (.clk(CLOCK_50), .signal(rollover86), .edging(SampleEnable));
RisingEdgeDetector SampleEn2 ( .clk(CLOCK_50), .signal(GPIO[0]), .edging(load));
RisingEdgeDetector StateEn ( .clk(CLOCK_50), .signal(GPIO[0]), .edging(enable));
always @(posedge CLOCK_50) begin
	state <= next_state;
end
always @(*) begin
	case(state)
		3'd0: next_state <= (enable) ? 3'h1 : 3'h0;
		3'd1: next_state <= (n >= 4'b1001) ? 3'h0 : 3'h2;
		3'd2: next_state <= (SampleEnable) ? 3'h1 : 3'h2;
	endcase
end
always @(posedge CLOCK_50) begin
	if(state == 3'h0) begin
		n <= 1'b0;
		count <= 1'b0;
		r <= 1'b0;
	end
	if(state == 3'h1) begin
		r <= 1'b1;
		n <= n + 1'b1;
		count <= 1'b0;
	end
	if (state == 3'h2) begin
		r <= 1'b0;
		count <= count + 1'b1;
	end
end
assign GPIO[1] = RShift;
endmodule

==> impl_metrics.json <==
{
  "syn_inst": 245,
  "fp_util": 0.413,
  "ios": 63,
  "ys_chip_area_um2": 2600,
  "dpl-instance-area_um2": 2760,
  "top_area_frac": 0.384,
  "ys_top_cells_by_area": "dfxtp_1, edfxtp_1, xnor2_1",
  "cts_root_buf": "clkbuf_8",
  "fp.dieW_um": 82.7,
  "place_hpwl_um": 2610,
  "edf_count": 13,
  "ys_seq_elements": 65,
  "ys_warn_count": 8,
  "ys_cells": 245,
  "syn_area_per_cell_um2": 10.6,
  "unclocked_pins": 2,
  "tool.error": "[ERROR RSZ-0074] Failed to build tree from global routes for pin 'GPIO[0]' and net 'GPIO[0]' at grid (24150, 3450): found route to 4 pins, expected 3",
  "syn_area_um2": 2600,
  "top_area_cell": "dfxtp_1",
  "dieHeight_um": 82.7,
  "cts_buffers": 9,
  "io_buffers": 8,
  "synthDistinctLibCells": 37,
  "h-tree-depth": 3,
  "cts_setup_buffers": 0,
  "rows": 29,
  "grt_max_degree": 42,
  "untimed_endpoints": 43,
  "haltStage": "global routing (5_1_grt)",
  "flop_cell": "dfxtp_1",
  "synthArstFlopShare": 0,
  "postCtsResizedCells": 0,
  "place_inst": 325,
  "cts_buffer_depth": 2,
  "status": "aborted with a tool error",
  "gp_congestion": 0.846,
  "holdBufCountCts": 0
}
==> logic make-up after synthesis <==
kind of cell | count (synthesis) | synth area share
xor+xnor | 22 | 0.0740
mux | 4 | 0.0173
simple gates | 111 | 0.260
other cells | 1 | 0.00144
fa+ha+maj | 8 | 0.0384
buf+inv | 18 | 0.0298
latches | 2 | 0.0115
compound gates | 16 | 0.0336
flops | 63 | 0.534
==> cell usage after synthesis, drive strengths merged, types with 3 or more instances <==
| cell | count |
|---|---|
| a21oi | 7 |
| and2 | 4 |
| buf | 4 |
| clkbuf | 3 |
| dfxtp | 50 |
| edfxtp | 13 |
| ha | 8 |
| inv | 11 |
| mux2 | 4 |
| nand2 | 10 |
| nand2b | 3 |
| nand3 | 11 |
| nand4 | 10 |
| nand4b | 3 |
| nor2 | 15 |
| nor2b | 21 |
| nor3 | 4 |
| nor4 | 10 |
| nor4b | 3 |
| o21ai | 6 |
| or2 | 4 |
| or3 | 5 |
| or4 | 3 |
| xnor2 | 20 |
==> per-stage QoR <==
stage	setup WS, ns	total power [mW]	util
CTS	4.97	0.608	0.467
floorplan	5.32	0.341	-
global placement	5.05	0.341	0.437
detailed placement	5.02	0.341	0.437
Power and IR drop assume default switching activity.
